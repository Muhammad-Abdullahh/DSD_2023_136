File: ./design.v
`timescale 1ns / 1ps
 module lab_7 (
    input logic clk, reset, write,
    input logic [2:0] sel,                    
    input logic [3:0] num,                    
    output logic [6:0] segments,              
    output logic [7:0] an                     
);
    logic [3:0] reg_mem [7:0];                
    logic [2:0] display_sel;                  
    logic slow_clk;                           
    logic [7:0] enable;                       
    logic [19:0] counter;
    always_ff @(posedge clk or posedge reset) begin
        if (reset)
            counter <= 0;
        else
            counter <= counter + 1;
    end
    assign slow_clk = counter[19];    
    always_comb begin
        enable = 8'b11111111;                
        enable[sel] = 1'b0;                 
    end
    genvar i;
    generate
        for (i = 0; i < 8; i++) begin
            always_ff @(posedge clk or posedge reset) begin
                if (reset)
                    reg_mem[i] <= 4'b0000;                       
                else if (write && ~enable[i])                   
                    reg_mem[i] <= num;
            end
        end
    endgenerate
    always_ff @(posedge slow_clk or posedge reset) begin
        if (reset)
            display_sel <= 3'b000;
        else if (!write)                                        
            display_sel <= display_sel + 1;
    end
    always_comb begin
        if (write)
            an = ~(8'b00000001 << sel);                         
        else begin
            an = 8'b11111111;                                   
            an[display_sel] = 1'b0;                             
        end
    end
    always_comb begin
        if (reset)                                              
            segments = 7'b1000000;                              
        else if (write)                                         
            case (num)
                4'h0: segments = 7'b1000000;
                4'h1: segments = 7'b1111001;
                4'h2: segments = 7'b0100100;
                4'h3: segments = 7'b0110000;
                4'h4: segments = 7'b0011001;
                4'h5: segments = 7'b0010010;
                4'h6: segments = 7'b0000010;
                4'h7: segments = 7'b1111000;
                4'h8: segments = 7'b0000000;
                4'h9: segments = 7'b0010000;
                4'hA: segments = 7'b0001000;
                4'hB: segments = 7'b0000011;
                4'hC: segments = 7'b1000110;
                4'hD: segments = 7'b0100001;
                4'hE: segments = 7'b0000110;
                4'hF: segments = 7'b0001110;
                default: segments = 7'b1111111;                
            endcase
        else                                                   
            case (reg_mem[display_sel])
                4'h0: segments = 7'b1000000;
                4'h1: segments = 7'b1111001;
                4'h2: segments = 7'b0100100;
                4'h3: segments = 7'b0110000;
                4'h4: segments = 7'b0011001;
                4'h5: segments = 7'b0010010;
                4'h6: segments = 7'b0000010;
                4'h7: segments = 7'b1111000;
                4'h8: segments = 7'b0000000;
                4'h9: segments = 7'b0010000;
                4'hA: segments = 7'b0001000;
                4'hB: segments = 7'b0000011;
                4'hC: segments = 7'b1000110;
                4'hD: segments = 7'b0100001;
                4'hE: segments = 7'b0000110;
                4'hF: segments = 7'b0001110;
                default: segments = 7'b1111111;
            endcase
    end
endmodule
File: ./run.sh
#!/bin/bash
# OpenROAD 26Q1-2900-gdf79404cd8, Yosys 0.63+post, stock flow scripts
make -C /OpenROAD-flow-scripts/flow DESIGN_CONFIG=/design/flow/config.mk WORK_HOME=/design/flow/orfs finish
File: ./config.mk
export PLATFORM = sky130hd
export DESIGN_NAME = lab_7
export DESIGN_NICKNAME = lab_7
export VERILOG_FILES = /design/flow/design.v
export SDC_FILE = /design/flow/constraint.sdc
export NUM_CORES = 4
export LEC_CHECK = 1
export CORE_UTILIZATION = 40
File: ./constraint.sdc
current_design lab_7

set clk_period 3.9
set clk_io_pct 0.2

create_clock -name clk0 -period $clk_period [get_ports {clk}]

set non_clock_inputs [all_inputs -no_clocks]
set_input_delay [expr $clk_period * $clk_io_pct] -clock clk0 $non_clock_inputs
set_output_delay [expr $clk_period * $clk_io_pct] -clock clk0 [all_outputs]
==> impl_metrics.tcl <==
# collected from the flow reports
set metrics [dict create \
    final_util 0.4757 \
    area_leaders "dfrtp_1 41%, ha_1 11%, mux2_2 7.0%, nand2_1 3.8%, o21ai_0 3.5%" \
    ys_cells 338 \
    ios 25 \
    grt_max_degree 56 \
    critical_path.max_stage_delay_ps 490 \
    drv_cap 0 \
    power.density_nw_per_um2 339.6 \
    syn_area_um2 3388 \
    finalHoldViolCount 0 \
    n_antenna_cell 0 \
    unclocked_pins 3 \
    fmax_ghz 0.2715 \
    crit_type "flip-flop to output port" \
    maxSlewHeadroom 0.5526 \
    finalSetupViolations 0 \
    dp_slack_ps 228.6 \
    reg2reg_to "counter[18]" \
    worstReg2RegStart "counter[0]" \
    irDropWorstVdd_mv 0.2474 \
    lay_top_count "dfrtp_1" \
    rrSetupSlack_ps 2110 \
    synthCells 338 \
    openroad.warnings 46 \
    edf_count 0 \
    fp_util 0.4124 \
    post_drt_wl_per_cell_um 14.76 \
    min_from "counter[16]" \
    lay_top_cells "55 x dfrtp_1, 34 x nand2_1, 28 x ha_1, 24 x o21ai_0, 24 x clkdlybuf4s50_1" \
    final-comb-area_um2 1892 \
    cts_tree "built" \
    seqCellArea_um2 1376 \
    cp-startpoint "reg_mem[4][0]" \
    drc 0 \
    grt_remaining_overflow 0 \
    endpoint_kind "output port" \
    grt_pass1_vias 2432 \
    place_congestion 0.8396 \
    coreArea_um2 8217 \
    synth_cell_types 53 \
    ys_seq_frac 0.4062 \
    dr.pass1.iters 6 \
    fill_cells 757 \
    num_vias 2510 \
    grt_usage 0.1783 \
    period_needed_ps 3683 \
    yosys_most_used_dff "dfrtp_1" \
    cp_data_required_time_ps 3120 \
    root_buffer "clkbuf_8" \
    cts_hold_buffers 0 \
    synth.avg_cell_area_um2 10.02 \
    routed_wl_um 6965 \
    cp-endpoint "segments[3]" \
    top_area_cell "dfrtp_1" \
    setup_ws_ps 217.2 \
    ys_async_sr_fraction 1.000 \
    grt_antenna_before_repair 0 \
    die_h_um 94.04 \
    cts.clk_slew.worst_paths_ps 90 \
    worst_slew_pin_slew_ps 671.1 \
    antenna_left 0 \
    hp-class "flip-flop to flip-flop" \
    clock_latency_ps 300 \
    dp_hpwl_um 5084 \
    critPathLaunchType "flip-flop" \
    grt_pass1_wl_um 11990 \
    rr_worst_depth 6 \
    crit_path_max_fanout 7 \
    portBuffers 24 \
    cp_common_cell "o21ai_0" \
    layout-drive-gt1-share 0.1553 \
    top_area_frac 0.4062 \
    slew_violations 0 \
    cts.path.max_buffers 2 \
    die_width_um 94.04 \
    slowest_stage "clkdlybuf4s50_1" \
    numCtsBuffers 5 \
    cp.arrival_ps 2900 \
    path_cells "a222oi_1, o21ai_0, o22a_2, inv_2, ha_1, inv_1, a211oi_1, o21ai_0, a31oi_1, clkdlybuf4s50_1" \
    areaGrowthSynthToFinish_pct 15.36 \
    outcome "finished, final reports clean" \
    ys_warn_count 2 \
    drtIter0Drc 188 \
    finClkSkew_ps 3.637 \
    synth_flops 55 \
    num_rows 33 \
    clock_tree.htree_level_count 2 \
    untimed_endpoints 3 \
    vias_per_cell 5.318 \
    p_leak_nw 1.754 \
    synth_chip_area_um2 3388 \
    post-route-period-util 0.9443 \
    dieArea_um2 8843 \
]
registers in the layout (all words and copies together), names as in the netlist:
register     flops
counter         20
display_sel      3
reg_mem         32
worst min path at each step:
stage                  to  cells past startpoint
CTS           counter[16]                      1
global route  counter[18]                      1
finish        counter[16]                      1
layer usage:
metal	GRT usage	part of all wire	vias to the layer above
li1	-	-	1259
met1	0.2972	0.52	1202
met2	0.2676	0.44	41
met3	0.01646	0.030	8
met4	0.02436	0.010	0
met5	0	0	-
timing repair:
item                                    CTS  global route
endpoints found under the setup margin    1             3
gates cloned                              0             0
gates resized                             1             5
buffers inserted                          0             1
pin swaps                                 0             2
power breakdown:
part | internal (mW) | switching [mW]
sequential | 0.629 | 0.0457
clock | 0.190 | 0.169
combinational | 0.152 | 0.142
cells by family (layout without fill, tap and decap cells):
group / Yosys count / count (layout) / share of synthesized area
buffers and inverters: 34 / 63 / 0.04284
flip-flops: 55 / 55 / 0.4062
adder cells (fa/ha/maj): 29 / 29 / 0.1071
XOR/XNOR: 19 / 19 / 0.04911
AND-OR/OR-AND: 72 / 72 / 0.1551
AND/OR/NAND/NOR: 98 / 98 / 0.1337
multiplexers: 31 / 31 / 0.1060
metrics by stage:
step,TNS (ps),total power [mW],hold WS [ps],instances,area [um^2]
2_1_floorplan,0,0.8744,434.2,338,3388
3_3_place_gp,0,0.9680,452.4,463,3765
3_5_place_dp,0,0.9724,455.8,463,3765
4_1_cts,0,1.337,469.8,471,3879
5_1_grt,-24.02,1.416,486.2,472,3909
6_report,0,1.327,461.0,472,3909
worst max-delay path: cells and delay by family, from the launching register on:
family	cells	cell delay (ps)
DFF	1	390
buffers and inverters	3	670
adders and majority gates	1	180
AOI/OAI and AO/OA	6	1370
final cells by class:
cell class / instances / area share
inverter: 20 / 0.01921
multi-input combinational: 249 / 0.4840
tap: 105 / 0.03361
timing repair buffer: 35 / 0.08259
sequential: 55 / 0.3521
clock buffer: 5 / 0.01761
clock inverter: 3 / 0.01088
synth_stat cells, drive strengths merged (3+ instances only):
| master | instances |
|---|---|
| nor2b | 3 |
| a211oi | 3 |
| xor2 | 7 |
| inv | 19 |
| a21oi | 6 |
| nand2 | 34 |
| o211ai | 3 |
| a222oi | 3 |
| or2 | 4 |
| nor2 | 22 |
| o22a | 3 |
| or3 | 3 |
| dfrtp | 55 |
| a21o | 3 |
| o21ai | 24 |
| nor3 | 4 |
| mux2 | 23 |
| nand3 | 15 |
| buf | 6 |
| clkbuf | 8 |
| xnor2 | 12 |
| a31oi | 4 |
| nand4 | 6 |
| mux2i | 7 |
| ha | 29 |
| a22oi | 3 |
Power is estimated from default activity; no workload was simulated.
