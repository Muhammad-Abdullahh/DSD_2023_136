==> flow/design.v <==
`timescale 1ns / 1ps
module lab_5 (
    input  logic a,b,c,d,
    input  logic [2:0] sel,
    output logic A,B,C,D,E,F,G,H,
    output logic [7:0] an
);
always_comb begin
 H=0;
    case ({a,b,c,d})
            4'b0000: {A, B, C, D, E, F, G} = 7'b0000001;
            4'b0001: {A, B, C, D, E, F, G} = 7'b0000110;
            4'b0010: {A, B, C, D, E, F, G} = 7'b1011011;
            4'b0011: {A, B, C, D, E, F, G} = 7'b1001111;
            4'b0100: {A, B, C, D, E, F, G} = 7'b1100110;
            4'b0101: {A, B, C, D, E, F, G} = 7'b1101101;
            4'b0110: {A, B, C, D, E, F, G} = 7'b1111101;
            4'b0111: {A, B, C, D, E, F, G} = 7'b0000111;
            4'b1000: {A, B, C, D, E, F, G} = 7'b1111111;
            4'b1001: {A, B, C, D, E, F, G} = 7'b1101111;
            4'b1010: {A, B, C, D, E, F, G} = 7'b1110111;
            4'b1011: {A, B, C, D, E, F, G} = 7'b1111100;
            4'b1100: {A, B, C, D, E, F, G} = 7'b0111001;
            4'b1101: {A, B, C, D, E, F, G} = 7'b1011110;
            4'b1110: {A, B, C, D, E, F, G} = 7'b1111001;
            4'b1111: {A, B, C, D, E, F, G} = 7'b1110001;
                default: {A, B, C, D, E, F, G} = 7'b0000000;
    endcase
end
always_comb begin
        case (sel)
            3'b000: an = 8'b11111110;
            3'b001: an = 8'b11111101;
            3'b010: an = 8'b11111011;
            3'b011: an = 8'b11110111;
            3'b100: an = 8'b11101111;
            3'b101: an = 8'b11011111;
            3'b110: an = 8'b10111111;
            3'b111: an = 8'b01111111;
            default: an = 8'b11111111;
        endcase
end
endmodule
==> flow/run.sh <==
#!/bin/bash
# OpenROAD 26Q1-2900-gdf79404cd8, Yosys 0.63+post, stock flow scripts
make -C /OpenROAD-flow-scripts/flow DESIGN_CONFIG=/design/flow/config.mk WORK_HOME=/design/flow/orfs finish
==> flow/config.mk <==
export PLATFORM = sky130hd
export DESIGN_NAME = lab_5
export DESIGN_NICKNAME = lab_5
export VERILOG_FILES = /design/flow/design.v
export SDC_FILE = /design/flow/constraint.sdc
export NUM_CORES = 4
export LEC_CHECK = 1
export CORE_AREA = 10 10 70 70
export DIE_AREA = 0 0 80 80
==> flow/constraint.sdc <==
current_design lab_5

set clk_period 1.7
set clk_io_pct 0.2

create_clock -name clk0 -period $clk_period

set non_clock_inputs [all_inputs -no_clocks]
set_input_delay [expr $clk_period * $clk_io_pct] -clock clk0 $non_clock_inputs
set_output_delay [expr $clk_period * $clk_io_pct] -clock clk0 [all_outputs]
==> flow_summary.toml <==
# generated from flow reports
[timing]
period_used_pct = 97.9
slew_violations = 0
post-route-min-period_ns = 1.66
timing.fmax_ghz = 0.601
rsz0062_at_grt = "no"
final.setup.worst_slack_ns = 0.0356
timing.hold.ws_ns = 1.11
setup_violations = 0
hold_viol = 0

[route]
wirelength_um = 1350
n_antenna_cell = 0
routed_via_density = 3.48
via_count = 438
drc = 0
initialDrtViolationCount = 6
drt-pass1-iter-count = 3
wire_per_inst_um = 10.7
drtAntennaViolNets = 0

[floorplanning]
core_um2 = 3420
placementRows = 21
die.size.x_um = 80
ios = 23
core_util_floorplan_pct = 9.34
design.die.area_um2 = 6400
die-height_um = 80

[worst_setup_path]
crit_fanout = 5
critical_path.most_common_cell = "dlygate4sd2_1"
crit_chain = "dlygate4sd2_1 -> or3b_2 -> dlygate4sd2_1"
criticalPathCategory = "in2out"
timing.critical_path.slowest_stage_cell = "or3b_2"
worst_setup_path_end_kind = "primary output"
critPathCapture = "an[2]"
slowest_delay_ns = 0.46
crit_path_start = "sel[2]"
worst-endpoint-arrival_ns = 1.32
crit_path_start_kind = "primary input"
cp_data_required_time_ns = 1.36

[global_routing]
grt_start_max_net_pins = 8
grt_pass1_wl_um = 2110
grt_overflow_total = 0
grt_pass1_vias = 437
globalRouteTotalUtil_pct = 3.85
antenna_found_initial = 0

[placed_design]
buffer_ports.inserted = 22
gp_congestion = 0.761
dpl_cell_area_um2 = 671
place.detailed.hpwl_um = 950
place.detailed.instances = 119
worst_slack_placed_ns = -0.776

[synth]
post_synth_inst_count = 41
yosys.stat.seqShare_pct = 0
yosys_warnings = 1
top_cells_by_area = "ha_1 20%, mux4_2 14%, inv_1 8.2%"
synth.largest_area_cell = "ha_1"
synthesized_area_divided_by_synthesized_cell_count_um2 = 7.78
netlist-cell-type-count = 23
synth.top_cell.area_share_pct = 19.6
yosys_area_um2 = 319
synth-cells-yosys = 41
synthesis.area_um2 = 319

[finish]
drive_gt1_share_pct = 52.5
flop-count = 0
regArea_um2 = 0
final_cell_count_no_fill = 126
area.growth.synth_to_final_pct = 151
clock_buffer_count = 0
final_design_utilization_pct = 23.4
design_area_um2 = 801

[cts]
ctsHoldBuffers = 0

[flow_run]
warnings = 36
drv.max_cap_violation_count = 0

[pwr]
power.density_nw_per_um2 = 207
worst_ir_drop_vdd_v = 0.0000455
p_leak_nw = 0.344

[hold_path]
min_path_type = "in2out"
hold_critical_path_depth = 3

[status]
run_status = "complete, no violations"
[synthesized netlist by cell type (all sizes together)]
cell type / count
buf: 3
mux2i: 2
nor2b: 1
nand2: 1
ha: 5
conb: 1
inv: 8
a31oi: 2
nand3b: 3
o21a: 1
mux2: 1
or3: 1
nor3: 1
or3b: 2
o31a: 1
nor2: 2
mux4: 2
nand3: 3
and2b: 1
[per-stage QoR]
step	TNS [ns]	power, mW
5_1_grt	0	0.181
2_1_floorplan	0	0.0486
6_report	0	0.166
3_5_place_dp	-6.66	0.143
3_3_place_gp	-6.34	0.142
4_1_cts	0	0.160
[final cells by class]
cell class / instances / area [um^2]
Multi-Input combinational cell: 30 / 335
Fill cell: 371 / 2620
Inverter: 8 / 37.5
Timing Repair Buffer: 42 / 370
Tap cell: 46 / 57.6
[routing by layer]
layer / vias to the layer above / GRT usage, % / routed length [um]
met5: - / 0 / 0
met2: 6 / 6.34 / 668
li1: 219 / - / -
met4: 0 / 0 / 0
met3: 0 / 0.341 / 51
met1: 213 / 5.59 / 625
[worst max-delay path, delay by kind of cell]
kind,cells,cell delay (ns)
buffers and inverters,2,0.52
and+or+nand+nor,1,0.46
[worst min path at each step]
| stage | endpoint | start |
|---|---|---|
| finish | an[4] | sel[0] |
| global route | an[2] | sel[0] |
| CTS | D | c |
[logic make-up (layout without fill, tap and decap cells)]
logic type               after synthesis  after routing  synth area share (%)
adder cells (fa/ha/maj)                5              5                  19.6
other                                  1              1                  1.18
AND/OR/NAND/NOR                       15             15                  28.6
AND-OR/OR-AND                          4              4                  9.02
multiplexers                           5              5                  23.9
buffers and inverters                 11             50                  17.6
[cell usage in the layout (no fill, tap or decap)]
master,instances
buf_2,4
o21a_1,1
inv_1,5
clkdlybuf4s50_1,5
conb_1,1
buf_6,12
dlygate4sd2_1,10
mux4_2,2
nand3b_1,3
or3_1,1
or3b_1,1
o31a_1,1
nand2_1,1
nand3_1,3
ha_2,1
nor2_1,1
or3b_2,1
nor2_2,1
nor2b_4,1
buf_4,9
and2b_1,1
inv_4,3
ha_4,4
a31oi_2,1
clkbuf_2,2
nor3_1,1
mux2_4,1
mux2i_1,2
a31oi_1,1
[power breakdown]
part	switching, mW	internal (mW)	total, mW
Clock	0	0	0
Sequential	0	0	0
Combinational	0.0610	0.105	0.166
Total	0.0610	0.105	0.166
[repair_timing]
| item | 4_1_cts | 5_1_grt |
|---|---|---|
| gates cloned | 2 | 0 |
| buffers inserted | 5 | 1 |
| pin swaps | 3 | 1 |
| endpoints found under the setup margin | 15 | 7 |
| gates resized | 55 | 9 |
No activity file was given, so power comes from the tool's default toggle rates.
