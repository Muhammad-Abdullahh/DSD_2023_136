===== config.mk =====
export PLATFORM = sky130hd
export DESIGN_NAME = Lab5_struct
export DESIGN_NICKNAME = Lab5_struct
export VERILOG_FILES = /design/flow/design.v
export SDC_FILE = /design/flow/constraint.sdc
export NUM_CORES = 4
export LEC_CHECK = 1
export CORE_AREA = 10 10 70 70
export DIE_AREA = 0 0 80 80

===== constraint.sdc =====
current_design Lab5_struct

set clk_period 2.1
set clk_io_pct 0.2

create_clock -name clk0 -period $clk_period

set non_clock_inputs [all_inputs -no_clocks]
set_input_delay [expr $clk_period * $clk_io_pct] -clock clk0 $non_clock_inputs
set_output_delay [expr $clk_period * $clk_io_pct] -clock clk0 [all_outputs]

===== design.v =====
`timescale 1ns / 1ps
module Lab5_struct(
    input logic a,b,c,d, 
    input [2:0] sel,   
    output A,B,C,D,E,F,G,H, 
    output [7:0] an  
    );
    assign A = ((~a)&(b)&(~c)&(~d)) | ((~a)&(~b)&(~c)&(d)) | ((a)&(b)&(~c)&(d)) | ((a)&(~b)&(c)&(d));
    assign B = ((~a)&(b)&(~c)&(d)) | ((b)&(c)&(~d)) | ((a)&(c)&(d)) | ((a)&(b)&(~d));
    assign C = ((~a)&(~b)&(c)&(~d)) | ((a)&(b)&(c)) | ((a)&(b)&(~d));
    assign D = ((~a)&(b)&(~c)&(~d)) | ((~a)&(~b)&(~c)&(d)) | ((a)&(~b)&(c)&(~d)) | ((b)&(c)&(d));
    assign E = ((~a)&(d)) | ((~a)&(b)&(~c)) | ((~b)&(~c)&(d));
    assign F = ((a)&(b)&(~c)&(d)) | ((~a)&(c)&(d)) | ((~a)&(~b)&(d)) | ((~a)&(~b)&(c));
    assign G = ((a)&(b)&(~c)&(~d)) | ((~a)&(b)&(c)&(d)) | ((~a)&(~b)&(~c));
    assign H = 0;
    assign an[0] = ~(~sel[2] & ~sel[1] & ~sel[0]);
    assign an[1] = ~(~sel[2] & ~sel[1] & sel[0]);
    assign an[2] = ~(~sel[2] & sel[1] & ~sel[0]);
    assign an[3] = ~(~sel[2] & sel[1] & sel[0]);
    assign an[4] = ~(sel[2] & ~sel[1] & ~sel[0]);
    assign an[5] = ~(sel[2] & ~sel[1] & sel[0]);
    assign an[6] = ~(sel[2] & sel[1] & ~sel[0]);
    assign an[7] = ~(sel[2] & sel[1] & sel[0]);
endmodule

===== run.sh =====
#!/bin/bash
# OpenROAD 26Q1-2900-gdf79404cd8, Yosys 0.63+post, stock flow scripts
make -C /OpenROAD-flow-scripts/flow DESIGN_CONFIG=/design/flow/config.mk WORK_HOME=/design/flow/orfs finish

==> flow_metrics.py <==
# Synthesis and PnR figures
metrics = {
    "hold_path": {
        "min_path_type": "in -> out",
    },
    "floorplanning": {
        "core_sq_um": 3420,
        "rows": 21,
        "die_area_sq_um": 6400,
        "initCoreUtil_pct": 8.10,
        "die_width_um": 80,
        "die_y_um": 80,
        "io_pins": 23,
    },
    "power": {
        "swShare_pct": 38.5,
        "seqPwrFrac_pct": 0,
        "worst_ir_drop_vdd_mv": 0.0281,
        "p_clk_share_pct": 0,
        "power.static_leakage_nw": 0.309,
        "power.density_nw_per_um2": 169,
        "power.total_uw": 111,
        "internal_power_uw": 68.3,
        "comb_power_share_pct": 100.0,
        "p_sw_uw": 42.7,
    },
    "final_timing": {
        "fmax_mhz": 494,
        "worst_slack_ns": 0.0750,
        "setup_violations": 0,
        "drv_slew": 0,
        "period_used_pct": 96.4,
        "period_minus_slack_ns": 2.02,
        "grt_setup_unrepaired": "false",
        "hold_viol": 0,
    },
    "setup_path": {
        "cp_cell_sequence": "dlygate4sd2_1 -> or3b_2 -> clkdlybuf4s50_1",
        "cpLargestDelayFamily": "buffers and inverters",
        "crit_required_ns": 1.68,
        "slowest_stage": "or3b_2",
        "crit_path_end_kind": "primary output",
        "critPathArrivalTime_ns": 1.60,
        "slowest_delay_ns": 0.48,
        "crit_buf_inv": 2,
        "cp_max_fo": 7,
        "worstSetupPathType": "in -> out",
        "start_kind": "input pin",
    },
    "routing": {
        "drt_pass1_iterations": 4,
        "drtIter0Drc": 32,
        "viasPerCell": 3.50,
        "ant_nets": 0,
        "n_antenna_cell": 0,
        "wl_um": 1210,
        "routedWlPerCell_um": 9.97,
        "route.detailed.drc": 0,
        "vias": 423,
    },
    "global_routing": {
        "grt-ovfl-total": 0,
        "antenna_found_initial": 0,
        "track_usage_pct": 3.21,
        "grt_pass1_wl_um": 1770,
        "met2_usage_pct": 5.86,
        "grt_max_degree": 9,
        "grt_pass1_vias": 356,
        "grt.met1_usage_pct": 3.89,
        "grtUsageMet3_pct": 0.795,
        "top_usage_layer": "met2",
    },
    "placed_design": {
        "place_ws_ns": -0.327,
        "gp_congestion": 0.662,
        "portBuffers": 22,
        "place_hpwl_um": 931,
    },
    "finish": {
        "flop_area_sq_um": 0,
        "clock_buffers": 0,
        "seq_cell_count": 0,
        "fillers": 379,
        "drive_above_1_share_pct": 40.0,
        "area_delta_synth_final_pct": 138,
    },
    "cts": {
        "holdBufCountCts": 0,
    },
    "synthesis": {
        "syn_area_per_cell_sq_um": 6.74,
        "ys_cells": 41,
        "yosys_warnings": 0,
        "synth_chip_area_sq_um": 277,
        "syn_area_sq_um": 277,
        "synth_cell_types": 26,
        "yosysSeqAreaShare_pct": 0,
        "syn_inst": 41,
    },
    "job": {
        "tool_warnings": 32,
        "maxCapViolations": 0,
    },
    "outcome": {
        "status": "completed",
    },
}
power groups by stage:
| stage | clock, mW | combinational [mW] | sequential (mW) |
|---|---|---|---|
| final | 0 | 0.111 | 0 |
| after global routing | 0 | 0.122 | 0 |
| after CTS | 0 | 0.112 | 0 |
stage by stage:
| step | TNS [ns] | area [sq um] | hold WS [ns] | utilization, % | cells |
|---|---|---|---|---|---|
| global route | 0 | 658 | 1.33 | 19.3 | 121 |
| finish | 0 | 658 | 1.26 | 19.3 | 121 |
| global placement | -2.42 | 599 | 1.85 | 17.5 | 116 |
| CTS | 0 | 652 | 1.43 | 19.1 | 121 |
| floorplan | 0 | 277 | 0.855 | - | 41 |
| detailed placement | -2.44 | 599 | 1.86 | 17.5 | 116 |
logic make-up after synthesis:
logic type,after synthesis,synth area share [%]
and+or+nand+nor,17,39.4
AOI/OAI and AO/OA,14,34.4
other,1,1.36
adders and majority gates,1,4.07
buffers and inverters,7,17.6
xor gates and xnor gates,1,3.17
cell usage in the layout (no fill, tap or decap):
master,count
o21ai_1,2
conb_1,1
dlygate4sd2_1,8
and2_2,1
o2bb2ai_2,1
clkdlybuf4s50_1,9
o2bb2ai_1,1
clkbuf_2,2
buf_6,3
nor3_1,1
nor3b_4,1
or3_1,1
and3b_1,1
inv_2,1
nor3_2,1
or3b_2,2
a31oi_1,1
a21o_2,1
nand2_1,2
inv_1,2
a211oi_2,1
nand3b_1,3
xnor2_1,1
clkdlybuf4s15_2,1
dlymetal6s2s_1,2
o21ai_0,1
a21oi_1,5
maj3_2,1
nand3_1,1
buf_4,13
nor2_1,3
o41ai_2,1
routing by layer:
metal	vias up	share of wire [%]
li1	217	-
met1	201	41
met2	5	52
met3	0	7.2
met4	0	0
met5	-	0
final timing paths:
path	startpoint	end	slack (ns)	cells past startpoint
worst max-delay path	sel[2]	an[2]	0.08	3
worst min-delay path	c	G	1.26	4
repair_timing:
| item | in CTS | in global routing |
|---|---|---|
| setup endpoints to repair | 10 | 4 |
| pin swaps | 2 | 2 |
| gates cloned | 1 | 0 |
| gates resized | 21 | 7 |
| buffers inserted | 4 | 0 |
cell type report:
type / instances / area [sq um] / share of cell area [%]
repair buffers: 38 / 338 / 51.3
multi-input cells: 34 / 251 / 38.2
well taps: 46 / 57.6 / 8.75
inverters: 3 / 11.3 / 1.71
cell usage after synthesis:
cell type | instances | area, sq um
o21ai_1 | 1 | 5.00
a21o_2 | 1 | 8.76
inv_1 | 2 | 7.51
a21oi_1 | 5 | 25.0
or3b_2 | 2 | 17.5
nor2_1 | 3 | 11.3
o21ai_0 | 2 | 10.0
o2bb2ai_1 | 1 | 8.76
buf_6 | 2 | 22.5
nand3_1 | 1 | 5.00
inv_2 | 1 | 3.75
a211oi_1 | 1 | 7.51
and2_2 | 1 | 7.51
conb_1 | 1 | 3.75
xnor2_1 | 1 | 8.76
maj3_2 | 1 | 11.3
nand2_1 | 2 | 7.51
and3b_1 | 1 | 8.76
a31oi_1 | 1 | 6.26
buf_4 | 2 | 15.0
o2bb2ai_2 | 1 | 15.0
o41ai_1 | 1 | 8.76
nor3_1 | 2 | 10.0
nor3b_2 | 1 | 12.5
or3_1 | 1 | 6.26
nand3b_1 | 3 | 22.5
Power is estimated from default activity; no workload was simulated.
